==> ./design.v <==
`timescale 1ns / 1ps
module DE_REG(
		input clk,reset,
		input RegWrite_D,
		input MemtoReg_D,
		input MemWrite_D,
		input [2:0] ALUControl_D,
		input ALUSrc_D,
		input RegDst_D,
		input [31:0] RD1_D,
		input [31:0] RD2_D,
		input [4:0] Rs_D,
		input [4:0] Rt_D,
		input [4:0] Rd_D,
		input CLR,
		output reg RegWrite_E,
		output reg MemtoReg_E,
		output reg MemWrite_E,
		output reg [2:0] ALUControl_E,
		output reg ALUSrc_E,
		output reg RegDst_E,
		output reg [31:0] RD1_E,
		output reg [31:0] RD2_E,
		output reg [4:0] Rs_E,
		output reg [4:0] Rt_E,
		output reg [4:0] Rd_E,
		input [31:0] pc_D,
		output reg [31:0] pc_E,
		input LUI_D,
		output reg LUI_E,
		input [31:0] HiImm_D,
		output reg[31:0] HiImm_E,
		input ORI_D,
		output reg ORI_E,
		input jal_D,
		output reg jal_E,
		input [31:0] signImm_D,
		output reg [31:0] signImm_E,
		input [31:0] ZeroImm_D,
		output reg [31:0] ZeroImm_E
    );
	 always@(posedge clk)begin
	 if(CLR|reset)begin
		 RegWrite_E<=0;
		 MemtoReg_E<=0;
		 MemWrite_E<=0;
		 ALUControl_E<=0;
		 ALUSrc_E<=0;
		 RegDst_E<=0;
		 RD1_E<=0;
		 RD2_E<=0;
		 Rs_E<=0;
		 Rt_E<=0;
		 Rd_E<=0;
		 pc_E<=0;
		LUI_E<=0;
		HiImm_E<=0;
		ORI_E<=0;
		jal_E<=0;
		signImm_E<=0;
		ZeroImm_E<=0;
	 end
	 else begin
	 RegWrite_E<=RegWrite_D;
		 MemtoReg_E<=MemtoReg_D;
		 MemWrite_E<=MemWrite_D;
		 ALUControl_E<= ALUControl_D;
		 ALUSrc_E<=ALUSrc_D;
		 RegDst_E<=RegDst_D;
		 RD1_E<= RD1_D;
		 RD2_E<=RD2_D;
		 Rs_E<=Rs_D;
		 Rt_E<=Rt_D;
		 Rd_E<=Rd_D;
		 LUI_E<=LUI_D;
		 pc_E<=pc_D;
		HiImm_E<=HiImm_D;
		ORI_E<=ORI_D;
		jal_E<=jal_D;
		signImm_E<=signImm_D;
		ZeroImm_E<=ZeroImm_D;
	 end
	end
initial begin
		 RegWrite_E<=0;
		 MemtoReg_E<=0;
		 MemWrite_E<=0;
		 ALUControl_E<=0;
		 ALUSrc_E<=0;
		 RegDst_E<=0;
		 RD1_E<=0;
		 RD2_E<=0;
		 Rs_E<=0;
		 Rt_E<=0;
		 Rd_E<=0;
		 pc_E<=0;
		 LUI_E<=0;
		HiImm_E<=0;
		ORI_E<=0;
		jal_E<=0;
		signImm_E<=0;
		ZeroImm_E<=0;
	 end
endmodule
==> ./run.sh <==
#!/bin/bash
# OpenROAD 26Q1-2900-gdf79404cd8, Yosys 0.63+post, stock flow scripts
make -C /OpenROAD-flow-scripts/flow DESIGN_CONFIG=/design/flow/config.mk WORK_HOME=/design/flow/orfs finish
==> ./config.mk <==
export PLATFORM = sky130hd
export DESIGN_NAME = DE_REG
export DESIGN_NICKNAME = DE_REG
export VERILOG_FILES = /design/flow/design.v
export SDC_FILE = /design/flow/constraint.sdc
export NUM_CORES = 4
export LEC_CHECK = 1
export CORE_AREA = 10 10 255 255
export DIE_AREA = 0 0 265 265
==> ./constraint.sdc <==
current_design DE_REG

set clk_period 1.0
set clk_io_pct 0.2

create_clock -name clk0 -period $clk_period [get_ports {clk}]

set non_clock_inputs [all_inputs -no_clocks]
set_input_delay [expr $clk_period * $clk_io_pct] -clock clk0 $non_clock_inputs
set_output_delay [expr $clk_period * $clk_io_pct] -clock clk0 [all_outputs]
==> flow_metrics.tcl <==
# implementation run metrics
set metrics [dict create \
    min_from "reset" \
    leakagePower_nw 5.00 \
    hpwlAfterDp_microns 20400 \
    syn2layout_area_growth_pct 78.5 \
    clkSlewWorstSetupHoldPaths_ns 0.06 \
    cts_root_buffer "clkbuf_16" \
    critPathTopFamily "flip-flops" \
    row_count 89 \
    postSynthSeqShare_pct 63.5 \
    hp-class "input pin to flip-flop" \
    crit_buf_inv 1 \
    drc 0 \
    dpl_worst_slack_ns -0.307 \
    chipArea_sq_mm 0.0702 \
    die_height_microns 265 \
    setup_tns_ns -33.04 \
    yosysUniqueCellTypes 7 \
    synth_area_sq_mm 0.00687 \
    numCtsBuffers 25 \
    warnings 27 \
    hold_violations 0 \
    cts_tree "done" \
    dr.pass1.iters 4 \
    max_stage_delay_ns 0.41 \
    synth.most_common_cell "dfxtp_1" \
    holdWs_ns 0.0561 \
    htree_levels 1 \
    min_to "HiImm_E[5]$_SDFF_PP0_" \
    worstPathCellList "buf_6" \
    fin_area_sq_mm 0.0123 \
    fp_util_pct 11.6 \
    yosys-top-cells-count "218 x dfxtp_1, 118 x nor3b_1, 100 x nor3b_2" \
    rsz0062_at_grt "yes" \
    post_drt_wl_per_cell_microns 15.1 \
    fmax_mhz 787 \
    ys.flops 218 \
    track_usage_pct 7.17 \
    fin_crit_sh_pct 127 \
    layout-drive-gt1-share_pct 47.4 \
    worst_pin_slew_ns 0.537 \
    synthTopCellsByArea "dfxtp_1 63%, nor3b_2 18%, nor3b_1 13%" \
    antenna_left 0 \
    cp_max_fo 1 \
    max_slew_margin_pct 64.1 \
    whs_path_depth 3 \
    routed_wl_microns 26400 \
    yosysCellCount 484 \
    start_kind "flip-flop" \
    avgViaCountPerCell 3.08 \
    setup_viol_count_final 218 \
    ir_drop_mv 1.27 \
    critical_path_class "flip-flop to primary output" \
    synth_cells 484 \
    yosysWarnings 1 \
    drt_iter0_drc 229 \
    routabilityCongestion 0.818 \
    grt.overflow.total 0 \
    min_period_ns 1.27 \
    p_per_area_mw_per_mm2 1650 \
    place_area_sq_mm 0.0124 \
    grt_pass1_wl_microns 38300 \
    status "finished, violations left" \
    postCtsSetupBuffers 0 \
    edf_count 0 \
    report.power.total_mw 20.3 \
    grt_start_max_net_pins 29 \
    fillCellCount 6364 \
    finalMaxSlewViolations 0 \
    top_cell_area_share_pct 63.5 \
    io_buffers 438 \
    async_reset_ff_share_pct 0 \
    coreArea_sq_mm 0.0592 \
    violations "negative setup slack" \
    die_x_microns 265 \
    top_area_cell "dfxtp_1" \
    register_area_sq_mm 0.00444 \
    crit_slowest_cell "dfxtp_4" \
    grt_pass1_vias 5858 \
    antenna_found_initial 2 \
    ys_chip_area_sq_mm 0.00687 \
    vias 5393 \
    cap_viol_max_count 0 \
    synthFlopType "dfxtp_1" \
    synth.avg_cell_area_sq_um 14.2 \
    ios 439 \
    cp.arrival_ns 1.07 \
    setup_slack_ns -0.271 \
    clkSinkCount 218 \
    cts_max_path_buffers 3 \
    comb_area_sq_mm 0.00214 \
    cp.required_ns 0.80 \
    end_kind "primary output" \
]
flip-flops by register name, summed over array words and instances (netlist names):
signal        count
RD1_E            32
LUI_E             1
ALUControl_E      3
RegWrite_E        1
ZeroImm_E        32
Rt_E              5
RD2_E            32
signImm_E        32
pc_E             32
Rd_E              5
jal_E             1
MemtoReg_E        1
ALUSrc_E          1
Rs_E              5
HiImm_E          32
RegDst_E          1
MemWrite_E        1
ORI_E             1
per-stage QoR:
| step | util, % | instances |
|---|---|---|
| after floorplan | - | 484 |
| after global placement | 20.9 | 1703 |
| after detailed placement | 20.9 | 1703 |
| after CTS | 20.6 | 1749 |
| after global routing | 20.7 | 1749 |
| final | 20.7 | 1750 |
layout by cell type, fill, tap and decap left out:
| cell | instances |
|---|---|
| buf_12 | 10 |
| buf_2 | 209 |
| buf_4 | 46 |
| buf_6 | 9 |
| buf_8 | 2 |
| bufinv_16 | 1 |
| clkbuf_1 | 8 |
| clkbuf_16 | 25 |
| clkbuf_8 | 6 |
| clkdlybuf4s50_1 | 218 |
| clkinv_2 | 1 |
| clkinvlp_4 | 1 |
| dfxtp_1 | 168 |
| dfxtp_2 | 44 |
| dfxtp_4 | 6 |
| diode_2 | 1 |
| dlygate4sd3_1 | 1 |
| inv_6 | 3 |
| nor3b_1 | 118 |
| nor3b_2 | 100 |
logic make-up after synthesis:
kind of cell  after synthesis  synth area share [%]
buf+inv                    48                  5.41
flops                     218                  63.5
simple gates              218                  31.1
per-layer routing:
metal  GRT usage (%)  routed length [microns]  vias up
met4            1.80                      777        4
met3            4.40                     4040       38
met5               0                       31        -
li1                -                        -     2600
met1            8.48                    10400     2409
met2            10.9                    11200      342
report_power, final:
part	internal (mW)	switching (mW)
sequential	9.04	0.0976
clock	5.32	3.69
combinational	1.46	0.691
total	15.8	4.48
how the worst max path moves through the flow:
stage	from	end	slack, ns	depth (start not counted)
6_report	ALUControl_E[2]$_SDFF_PP0_	ALUControl_E[2]	-0.27	1
4_1_cts	ALUControl_E[2]$_SDFF_PP0_	ALUControl_E[2]	-0.32	1
5_1_grt	ALUControl_E[2]$_SDFF_PP0_	ALUControl_E[2]	-0.32	1
area by class of cell:
cell class | count | share of cell area [%]
repair buffers | 495 | 31.9
clock inverters | 6 | 0.561
clock buffers | 39 | 6.02
multi-input cells | 218 | 17.4
diodes | 1 | 0.0204
well taps | 773 | 7.88
flip-flops and latches | 218 | 36.2
repair_timing:
item / in CTS / in global routing
hold endpoints to repair: 1 / 0
gates resized: 757 / 18
hold buffers: 1 / 0
setup endpoints to repair: 218 / 218
