==> /design/flow/design.v <==
`timescale 1ns / 1ps
module CU (
    input [5:0] opcode,
    input [5:0] func,
    output [31:0] type,
    output [2:0] DMType,
    output [2:0] Br,
    output [2:0] A3Sel,
    output [2:0] WDSel,
    output RFWr,
    output EXTOp,
    output ALUBSelImm,
    output DMWr,
    output [3:0] ALUControl
);
    wire _rtype, _load, _store, _branch;
    wire beq, blez, j, jal, lb, lbu, lh, lhu, lui, lw, ori, sw, sh, sb, slti, addu, And, jalr, jr, Or, sll, sllv, slt, subu;
    assign _rtype = (opcode == 6'b000000);
    assign _load = lw || lh || lhu || lbu || lb;
    assign _store = sw || sh || sb;
    assign _branch = beq || blez;
    assign type = (opcode == 6'b000100) ? 0 :
                  (opcode == 6'b000110) ? 1 :
                  (opcode == 6'b000010 ) ? 2 :
                  (opcode == 6'b000011) ? 3 :
                  (opcode == 6'b100000) ? 4 :
                  (opcode == 6'b100100) ? 5 :
                  (opcode == 6'b100001) ? 6 :
                  (opcode == 6'b100101) ? 7 :
                  (opcode == 6'b001111) ? 8 :
                  (opcode == 6'b100011) ? 9 :
                  (opcode == 6'b001101) ? 10 :
                  (opcode == 6'b101011) ? 11 :
                  (opcode == 6'b101001) ? 12 :
                  (opcode == 6'b101000) ? 13 :
                  (opcode == 6'b001010) ? 14 :
                  (func == 6'b100001) ? 15 :
                  (func == 6'b100100) ? 16 :
                  (func == 6'b001001) ? 17 :
                  (func == 6'b001000) ? 18 :
                  (func == 6'b100101) ? 19 :
                  (func == 6'b000000) ? 23 :
                  (func == 6'b000100) ? 20 :
                  (func == 6'b101010) ? 21 :
                  (func == 6'b100011) ? 22 :
                  0;
    assign beq = (type == 0);
    assign blez = (type == 1);
    assign j = (type == 2);
    assign jal = (type == 3);
    assign lb = (type == 4);
    assign lbu = (type == 5);
    assign lh = (type == 6);
    assign lhu = (type == 7);
    assign lui = (type == 8);
    assign lw = (type == 9);
    assign ori = (type == 10);
    assign sw = (type == 11);
    assign sh = (type == 12);
    assign sb = (type == 13);
    assign slti = (type == 14);
    assign addu = (type == 15);
    assign And = (type == 16);
    assign jalr = (type == 17);
    assign jr = (type == 18);
    assign Or = (type == 19);
    assign sllv = (type == 20);
    assign sll = (type == 23);
    assign slt = (type == 21);
    assign subu = (type == 22);
    assign ALUControl = (subu) ? 5'b00001 :
                        (And) ? 5'b00010 :
                        (Or || ori) ? 5'b00011 :
                        (sll) ? 5'b00100 :
                        (slt || slti) ? 5'b00101 :
                        (lui) ? 5'b00110 :
                        (sllv) ? 5'b00111 :
                        5'b00000;
    assign Br = (_branch) ? 3'b011 :
                (j || jal || jalr) ? 3'b001 :
                (jr) ? 3'b010 :
                3'b000;
    assign A3Sel = (_rtype) ? 3'b001 :
                   (jr || jalr) ? 3'b010 :
                   3'b000;
    assign WDSel = (_load) ? 3'b001 :
                   (jal || jalr) ? 3'b010 :
                   3'b000;
    assign RFWr = !_store && !_branch && !j && !jr;
    assign EXTOp = _store;
    assign ALUBSelImm = !_rtype && !_branch && !j && !jal && !jalr;
    assign DMWr = _store;
    assign DMType = (lw || sw) ? 3'b000 :
                    (lh || sh) ? 3'b001 :
                    (lhu) ? 3'b010 :
                    (lb || sb) ? 3'b011 :
                    (lbu) ? 3'b100 :
                    3'b000;
endmodule
==> /design/flow/run.sh <==
#!/bin/bash
# OpenROAD 26Q1-2900-gdf79404cd8, Yosys 0.63+post, stock flow scripts
make -C /OpenROAD-flow-scripts/flow DESIGN_CONFIG=/design/flow/config.mk WORK_HOME=/design/flow/orfs finish
==> /design/flow/config.mk <==
export PLATFORM = sky130hd
export DESIGN_NAME = CU
export DESIGN_NICKNAME = CU
export VERILOG_FILES = /design/flow/design.v
export SDC_FILE = /design/flow/constraint.sdc
export NUM_CORES = 4
export LEC_CHECK = 1
export CORE_AREA = 10 10 88 88
export DIE_AREA = 0 0 98 98
==> /design/flow/constraint.sdc <==
current_design CU

set clk_period 6.6
set clk_io_pct 0.2

create_clock -name clk0 -period $clk_period

set non_clock_inputs [all_inputs -no_clocks]
set_input_delay [expr $clk_period * $clk_io_pct] -clock clk0 $non_clock_inputs
set_output_delay [expr $clk_period * $clk_io_pct] -clock clk0 [all_outputs]
==> impl_metrics.env <==
# implementation run metrics
export IMPL_ys_area_mm2=0.00111
export IMPL_insertedDiodeCount=0
export IMPL_fmax_mhz=175
export IMPL_flop_count=0
export IMPL_grt_pass1_wl_um=5420
export IMPL_rsz0062_at_grt="false"
export IMPL_tightest_slew_ps=620
export IMPL_path_buffers=3
export IMPL_crit_family="buffers and inverters"
export IMPL_irDropWorstVdd_mv=0.0207
export IMPL_power_per_cell_area_mw_per_mm2=58.3
export IMPL_num_rows=28
export IMPL_crit_end="ALUControl[0]"
export IMPL_post_cts_hold_buffer_count=0
export IMPL_maxSlewHeadroom=0.585
export IMPL_gr_total_overflow=0
export IMPL_grt_pass1_vias=1090
export IMPL_cpMaxStageDelayCell="clkdlybuf4s50_1"
export IMPL_seq_area_um2=0
export IMPL_power_frac_seq=0
export IMPL_power_internal_mw=0.0410
export IMPL_drv_cap=0
export IMPL_route_detailed_drc=0
export IMPL_ys_cells=164
export IMPL_swShare=0.485
export IMPL_path_class="in -> out"
export IMPL_critPathCaptureType="primary output"
export IMPL_lay_top_cells="33 x clkdlybuf4s50_1, 31 x conb_1, 10 x nor2_1, 10 x a21oi_1, 8 x nand2_1"
export IMPL_syn_area_mm2=0.00111
export IMPL_yosysSeqAreaShare=0
export IMPL_initial_core_util=0.187
export IMPL_die_w_um=98
export IMPL_switching_power_mw=0.0386
export IMPL_postCtsSetupBuffers=0
export IMPL_die_h_um=98
export IMPL_cp_startpoint="opcode[5]"
export IMPL_period_used=0.868
export IMPL_finalMaxSlewViolations=0
export IMPL_drt_pass1_iter_count=4
export IMPL_avgSynthCellArea_um2=6.77
export IMPL_period_needed_ps=5730
export IMPL_cts_resized=0
export IMPL_wire_per_inst_um=13.4
export IMPL_drive_gt1_frac=0.0649
export IMPL_vias_per_cell=4.37
export IMPL_cp_arrival_ps=4410
export IMPL_grt_max_degree=21
export IMPL_warnings=32
export IMPL_synth_cell_types=50
export IMPL_fin_ws_ps=870
export IMPL_crit_top_cell="clkdlybuf4s50_1"
export IMPL_dp_hpwl_um=2930
export IMPL_path_cells="clkdlybuf4s50_1 > nor4b_1 > buf_4 > a22o_1 > nor3_1 > and3_1 > o21ai_0 > mux2i_1 > clkdlybuf4s50_1"
export IMPL_hold_path_class="in -> out"
export IMPL_place_inst=260
export IMPL_cp_max_fo=20
export IMPL_synthCells=164
export IMPL_io_pins=64
export IMPL_syn2layout_area_growth_pct=23.0
export IMPL_startpoint_type="input port"
export IMPL_pwr_share_clk=0
export IMPL_pre_cts_ws_ps=894
export IMPL_nClkBuffers=0
export IMPL_comb_power_share=1.000
export IMPL_io_buffers=33
export IMPL_antenna_found_initial=0
export IMPL_grt_usage=0.0635
export IMPL_cp_depth=9
export IMPL_setup_viol=0
export IMPL_hold_violations=0
export IMPL_max_stage_delay_ps=840
export IMPL_core_mm2=0.00592
export IMPL_status="finished clean"
export IMPL_lay_top_count="clkdlybuf4s50_1"
export IMPL_crit_required_ps=5280
export IMPL_drt_initial_drc_count=145
export IMPL_yosysWarnings=0
export IMPL_vias=1135
export IMPL_finalNonFillerCells=260
export IMPL_drtAntennaViolNets=0
export IMPL_wirelength_um=3490
export IMPL_p_leak_nw=0.518
export IMPL_die_area_mm2=0.00960
export IMPL_place_congestion=0.936
export IMPL_setup_tns_ps=0
==> cell type report <==
type                       instances  area (um2)
fill                             665        4560
inverter                           6        22.5
multi-input combinational        143         896
tap                               75        93.8
timing repair buffer              36         353
==> per-stage QoR <==
| step | utilization | total power, mW | cell area [um2] | hold WS, ps |
|---|---|---|---|---|
| 4_1_cts | 0.231 | 0.0810 | 1370 | 3800 |
| 3_5_place_dp | 0.231 | 0.0806 | 1370 | 3800 |
| 2_1_floorplan | - | 0.0556 | 1220 | 2800 |
| 5_1_grt | 0.231 | 0.0883 | 1370 | 3860 |
| 3_3_place_gp | 0.231 | 0.0814 | 1370 | 3800 |
| 6_report | 0.231 | 0.0796 | 1370 | 3780 |
==> logic make-up after synthesis <==
group,share of synthesized area
AND-OR/OR-AND,0.328
other,0.00338
XOR/XNOR,0.0474
AND/OR/NAND/NOR,0.318
multiplexers,0.00902
buffers and inverters,0.294
==> synthesized netlist by cell type (2+ instances only) <==
library cell | number | area [um2]
buf_2 | 6 | 30.0
o32ai_1 | 2 | 17.5
nand3_1 | 3 | 15.0
nand2b_1 | 6 | 37.5
or4_1 | 3 | 22.5
nand2_1 | 8 | 30.0
buf_4 | 34 | 255
nor2b_1 | 5 | 31.3
a211oi_1 | 5 | 37.5
nand3b_1 | 2 | 15.0
a21oi_1 | 10 | 50.1
nor3b_1 | 5 | 37.5
clkbuf_1 | 5 | 18.8
nor2_1 | 10 | 37.5
nor3_1 | 2 | 10.0
a311oi_1 | 2 | 17.5
o21ai_0 | 4 | 20.0
xor2_1 | 4 | 35.0
a31oi_1 | 2 | 12.5
o22ai_1 | 5 | 31.3
or2_2 | 3 | 18.8
inv_1 | 6 | 22.5
a211o_1 | 2 | 17.5
a22o_1 | 2 | 17.5
xnor2_1 | 2 | 17.5
and3_1 | 2 | 12.5
==> per-layer routing <==
metal	track usage	up-vias	share of wire
met5	0	-	0
met3	0.0121	0	0.076
met2	0.111	48	0.50
met4	0	0	0
met1	0.0837	509	0.42
li1	-	578	-
==> worst min path at each step <==
stage | from | end | slack [ps] | cells past startpoint
finish | opcode[0] | DMType[0] | 3780 | 5
global route | opcode[0] | DMType[0] | 3860 | 5
CTS | opcode[0] | DMType[0] | 3800 | 5
==> power groups by stage <==
stage	Sequential [mW]	Clock, mW	Combinational (mW)
CTS	0	0	0.0810
finish	0	0	0.0796
global route	0	0	0.0883
Power is estimated from default activity; no workload was simulated.
